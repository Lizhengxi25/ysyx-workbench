**./run.sh**
```bash
#!/bin/bash
# OpenROAD 26Q1-2900-gdf79404cd8, Yosys 0.63+post, stock flow scripts
make -C /OpenROAD-flow-scripts/flow DESIGN_CONFIG=/design/flow/config.mk WORK_HOME=/design/flow/orfs finish
```
**./config.mk**
```make
export PLATFORM = sky130hd
export DESIGN_NAME = ALU
export DESIGN_NICKNAME = ALU
export VERILOG_FILES = /design/flow/design.v
export SDC_FILE = /design/flow/constraint.sdc
export NUM_CORES = 4
export LEC_CHECK = 1
export CORE_AREA = 10 10 78 78
export DIE_AREA = 0 0 88 88
```
**./constraint.sdc**
```tcl
current_design ALU

set clk_period 8.8
set clk_io_pct 0.2

create_clock -name clk0 -period $clk_period

set non_clock_inputs [all_inputs -no_clocks]
set_input_delay [expr $clk_period * $clk_io_pct] -clock clk0 $non_clock_inputs
set_output_delay [expr $clk_period * $clk_io_pct] -clock clk0 [all_outputs]
```
**./design.v**
```verilog
module ALU(x, y, judge, result, overflow);
	input[7:0]x, y;
	input [2:0]judge;
	output reg [7:0]result;
	output reg overflow;
	always @(x or y or judge or result or overflow)
	begin
		if(judge==3'b000)
		begin
			result = 8'b00000000;
			overflow = 1'b0;
			result = x+y;
			overflow = (x[7]==y[7]) && (result[7]!=x[7]);
		end
		if(judge==3'b001)
		begin
			result = 8'b00000000;
			overflow = 1'b0;
			result = (x-y);
			overflow = (x[7]!=y[7]) && (result[7]!=x[7]);
		end
		else
		begin	
			overflow = 0;
			case (judge)
				3'b010:
					result = ~x;
				3'b011:
					result = x&y;
				3'b100:
					result = x|y;
				3'b101:
					result = x^y;
				3'b110:
					result = ((x>y) && (x[7]==y[7])) || (((x-y)<127) && (x[7]!=y[7]));
				3'b111:
					result = (x==y);
				default:
					result = 0;
			endcase
		end
	end
endmodule
```
==> CHANGELOG.md <==
### Metrics

- Status: finished, final reports clean
- CP Launch Point: x[0]
- DIE WIDTH: between 80 and 90 um
- VDD IR max: 0.0000140 V
- Final setup violation count: 0
- Sequential Power Share: 0%
- Worst path bufs/invs: 3
- Yosys stat area: 1120 um^2
- Critical path arrival: 4520 ps
- Area Overhead vs Synth: 27.4%
- Synth Warn #: 1
- TritonRoute pass-1 iters: 4
- Tool Warnings: 48
- DRT Wirelength: 3140 um
- Largest net degree at the start of global routing: 30
- WP data required: 7040 ps
- Worst path most repeated cell: clkdlybuf4s50_1
- CP peak stage delay: 500 ps
- Max_cap viols: 0
- Comb pwr share: 100.0%
- Initial DRC count: roughly 120
- Final Hold Viols: 0
- Post-CTS setup repair buffer count: 0
- Antenna diodes: 0
- Setup_tns: 0 ps
- Chip area: 7740 um^2
- Post-Synthesis Cells: 165
- Clock buffer count: 0
- DP HPWL: 2560 um
- Net Switching: between 40 and 50 uW
- Leak: about 0.63 nW
- Final worst-path cycle share: 71.4%
- Post_cts resized: 0
- Syn avg cell area: ~7 um^2
- Critical Path End Type: primary output
- RSZ-0062 raised after global routing: false
- Fmax: 159 MHz
- Initial antenna violation count: 0
- Core Area: 4410 um^2
- Residual DRC: 0
- Grt total ovfl: 0
- Distinct lib cells: approximately 42
- Port buffer count: 28
- Final ANT Viol Nets: 0
- Hold Path Class: input port to primary output
- Number of cell rows: 24
- Hold Startpoint: x[6]
- Post-synth seq share: 0%
- Top Family by Delay on Critical Path: buffers and inverters
- Flop count: 0
- Max_slew headroom: 63.7%
- Slowest CP cell: clkdlybuf4s50_1
- Comb gate area: slightly below 1000 um^2
- Avg WL per Cell: 13.2 um
- Clock Power Share: 0%
- Overall power: around 80 uW
- Type of the worst setup path: input port to primary output
- Worst Max-Slew Pin Slew: ~540 ps
- Fill count: 479
- Worst Path Max Fanout: 4
- Vias per cell: 4.96
- # Cells Yosys: 165
- Global Route Usage Sum: under 10%
- Io pins: 28
- Switching share of power: 50.2%
- GP Congestion: 0.914
- Final min period: between 6000 and 7000 ps
- Crit path cell chain: clkdlybuf4s50_1 > inv_1 > ha_1 > fa_1 > or3_1 > a31oi_1 > o21ai_0 > a2111oi_2 > o21ai_1 > clkdlybuf4s50_1
- Area of the mapped netlist: 1120 um^2
- Vias in the first global route: approximately 1200
- Initial core utilization: between 20 and 30%
- Int Pwr: 39.8 uW
- First-pass GRT wire length: 5260 um
- Critical path launch point type: input port
- Total number of vias: 1176
- Layout cells sized above 1: 3.24%
- Slew Viols, Final: 0
- Flop area: 0 um^2
- Die height: just under 90 um
- Post-CTS Hold Buffers: 0
- Cell area power density: approximately 56 nW/um^2
## through the flow
step,area (um^2),hold WS (ps),util [%],instances,worst slack (ps)
2_1_floorplan,1120,3630,-,165,3650
3_3_place_gp,1430,4680,32.4,237,2540
3_5_place_dp,1430,4690,32.4,237,2520
4_1_cts,1430,4700,32.4,237,2520
5_1_grt,1430,4790,32.4,237,2300
6_report,1430,4680,32.4,237,2520
## path summary, 6_finish.rpt
| kind | endpoint | slack (ps) | depth (start not counted) |
|---|---|---|---|
| worst min-delay path | result[6] | 4680 | 5 |
| worst max-delay path | result[0] | 2520 | 10 |
## cell usage after synthesis, types with 2 or more instances
master	count	area, um^2
a211oi_1	5	37.5
a21oi_1	15	75.1
a221o_1	2	20.0
a221oi_1	2	17.5
a22oi_1	2	15.0
a2bb2oi_1	2	17.5
a31oi_1	2	12.5
buf_2	3	15.0
clkbuf_1	5	18.8
ha_1	24	300
inv_1	21	78.8
nand2_1	8	30.0
nand2b_1	4	25.0
nor2_1	17	63.8
nor3_1	4	20.0
nor4_1	2	12.5
o21ai_0	6	30.0
o21bai_1	2	15.0
o22ai_1	6	37.5
o31ai_1	2	15.0
or3_1	4	25.0
or3b_2	2	17.5
xnor2_1	6	52.6
## power groups by stage
stage         clock network, mW  logic [mW]  registers (mW)
CTS                           0      0.0807               0
global route                  0      0.0900               0
finish                        0      0.0800               0
## worst min-delay path, delay by kind of cell
family | cells | cell delay [ps]
AOI/OAI and AO/OA | 2 | 150
buffers and inverters | 2 | 920
and+or+nand+nor | 1 | 80
## cells by family (layout without fill, tap and decap cells)
kind of cell             count (synthesis)  after routing  synth area share [%]
adder cells (fa/ha/maj)                 25             25                  28.5
multiplexers                             1              1                 0.892
XOR/XNOR                                 6              6                  4.68
AND-OR/OR-AND                           54             54                  32.4
buffers and inverters                   31             51                  11.4
AND/OR/NAND/NOR                         48             48                  22.1
## layer usage
layer	vias up	track usage [%]	wire (um)
li1	634	-	-
met1	522	10.4	1500
met2	20	13.6	1390
met3	0	1.78	246
met4	0	0.580	0
met5	-	0	0
## final cells by class
| type | instances | share of cell area (%) |
|---|---|---|
| repair buffers | 29 | 20.1 |
| inverters | 22 | 5.77 |
| well taps | 52 | 4.55 |
| multi-input cells | 134 | 69.6 |
## cell usage in the layout, fill, tap and decap left out, types with 2 or more instances in the layout
cell type and count:
o21ai_0 6, a221oi_1 2, inv_1 21, or3b_2 2
a2bb2oi_1 2, a221o_1 2, nor3_1 4, nor2_1 17
o31ai_1 2, o22ai_1 6, ha_1 24, a21oi_1 15
a31oi_1 2, nor4_1 2, nand2_1 8, xnor2_1 6
or3_1 4, a22oi_1 2, clkdlybuf4s50_1 28, o21bai_1 2
a211oi_1 5, nand2b_1 4
No activity file was given, so power comes from the tool's default toggle rates.
