--- flow/design.v ---
module amALU(x, y, judge, result, overflow);
	input[7:0]x, y;
	input judge;
	output reg [7:0]result;
	output reg overflow;
	always @(x or y or judge or result or overflow)
	if(judge==0)
	begin
		result=8'b00000000;
		overflow=1'b0;
		result = x+y;
		overflow = (x[7]==y[7]) && (result[7]!=x[7]);
	end
	else
	begin
		result=8'b00000000;
		overflow=1'b0;
		result = (x-y);
		overflow = (x[7]==y[7]) && (result[7]!=x[7]);
	end
endmodule
--- flow/run.sh ---
#!/bin/bash
# OpenROAD 26Q1-2900-gdf79404cd8, Yosys 0.63+post, stock flow scripts
make -C /OpenROAD-flow-scripts/flow DESIGN_CONFIG=/design/flow/config.mk WORK_HOME=/design/flow/orfs finish
--- flow/config.mk ---
export PLATFORM = sky130hd
export DESIGN_NAME = amALU
export DESIGN_NICKNAME = amALU
export VERILOG_FILES = /design/flow/design.v
export SDC_FILE = /design/flow/constraint.sdc
export NUM_CORES = 4
export LEC_CHECK = 1
export CORE_AREA = 10 10 70 70
export DIE_AREA = 0 0 80 80
--- flow/constraint.sdc ---
current_design amALU

set clk_period 3.4
set clk_io_pct 0.2

create_clock -name clk0 -period $clk_period

set non_clock_inputs [all_inputs -no_clocks]
set_input_delay [expr $clk_period * $clk_io_pct] -clock clk0 $non_clock_inputs
set_output_delay [expr $clk_period * $clk_io_pct] -clock clk0 [all_outputs]
==> results.txt <==
status: complete, but fails checks
violated checks: negative setup slack
endpoint type of the worst setup path: primary output
yosys cell count: 85
met1 wire length: 870 µm
critical path class: input pin to primary output
yosys stat area: 649 µm²
slowest cell on the critical path: clkdlybuf4s50_1
Core Util, Final: 35.4%
I/O pins: 26
layout cells sized above 1: 37.1%
crit-path max FO: 2
crit path launch: x[5]
hold-critical path endpoint: overflow
hold path depth: 4
fmax: 0.290 GHz
clkbuf count: 0
fin area: 1210 µm²
met3 WL post-DR: 122 µm
dpl hpwl: 1.46 mm
total grt overflow: 0
Via-to-Cell Ratio: 4.07
Storage cell area: 0 µm²
number of OpenROAD warnings: 41
CP most frequent cell: clkdlybuf4s50_1
Chip Width: 80 µm
Max-slew headroom: 74.4%
top routing layer in use: met3
flip-flops: 0
Die H: 80 µm
Leak Pwr: 0.561 nW
max-cap violations: 0
RSZ-0062 raised after global routing: yes
Routed wire per std cell: 10.3 µm
via count: 692
DRT iter0 DRCs: 27
cycle use final: 101%
DRC Markers: 0
final max-slew violation count: 0
post-synthesis cell area: 649 µm²
worst hold start: y[7]
Seq share, synth: 0%
ANT cells: 0
vias in the first global route: 732
Fin. Hold Viols: 0
Layout area overhead: 86.3%
Ys Warns: 1
syn avg cell area: 7.64 µm²
core area: 3420 µm²
minimum clock period: 3.45 ns
Post-Syn Instances: 85
CP required: 2.72 ns
worst vdd ir: 0.0726 mV
first-pass GRT wire length: 3.12 mm
routability-driven placement congestion ratio: 0.788
slowest stage delay, CP: 0.54 ns
# setup viols final: 1
Startpoint Class: input pin
worst-margin pin slew: 0.383 ns
Die ar.: 6400 µm²
WL final: 1.76 mm
pin count of the biggest net entering global routing: 10
Placed Area: 1050 µm²
pre-CTS WS: -0.477 ns
Post-DRT Antenna Nets: 0
HP Class: input pin to primary output
DRT Pass-1 Iters: 4
Core Rows: 21
power density cells: 160 nW/µm²
met2 WL: 763 µm
Netlist cell types: 30
fp_density: 19.0%
Arrival @ worst endpoint: 2.77 ns
setup ws final: -0.0458 ns
port bufs: 26
worst path cell trace: clkdlybuf4s50_1, ha_4, or4_4, nor2_4, o22ai_4, xnor2_1, clkdlybuf4s50_1
initial antenna violation count: 0
Hold Worst Slack: 2.07 ns
overall global routing resource usage: 5.61%
-- critical path: cells and delay by family --
| kind | cells | cell delay, ns |
|---|---|---|
| buf+inv | 2 | 1.02 |
| xor+xnor | 1 | 0.15 |
| simple gates | 2 | 0.61 |
| compound gates | 1 | 0.09 |
| fa+ha+maj | 1 | 0.23 |
-- worst max path at each step --
stage	to
CTS	result[6]
global route	result[7]
finish	result[7]
-- Yosys cell counts --
cell	count	area, µm²
nor2b_2	1	8.76
or2_2	1	6.26
fa_1	2	40.0
inv_1	13	48.8
xnor2_1	4	35.0
nor3_1	2	10.0
nand2b_1	2	12.5
o22ai_2	1	12.5
xor2_1	3	26.3
a2111oi_2	1	15.0
o21ba_2	1	10.0
or4_4	1	11.3
a21oi_1	7	35.0
a211oi_1	1	7.51
buf_6	2	22.5
nor3b_1	1	7.51
o21ai_0	4	20.0
o31ai_1	3	22.5
buf_4	1	7.51
buf_2	1	5.00
o211ai_2	1	12.5
nor2_2	1	6.26
nand2_1	5	18.8
a21o_2	1	8.76
ha_1	14	175
or3_1	1	6.26
a41oi_1	1	8.76
mux2i_1	2	20.0
nand3_1	2	10.0
nor2_1	5	18.8
-- area by class of cell --
cell class,count,area (µm²)
fillers,335,2210
inverters,13,48.8
multi-input cells,68,706
well taps,46,57.6
repair buffers,43,398
-- timing repair --
| item | in CTS | in global routing |
|---|---|---|
| pin swaps | 11 | 4 |
| buffers inserted | 1 | 0 |
| gates resized | 24 | 17 |
| hold buffers | 0 | 0 |
| endpoints found under the setup margin | 6 | 4 |
| hold endpoints to repair | 0 | 0 |
-- report_power, final --
group	internal, mW	switching [mW]	leakage, nW
combinational	0.116	0.0776	0.561
clock	0	0	0
sequential	0	0	0
-- kinds of logic (layout without fill, tap and decap cells) --
group	Yosys count	count (layout)	share of synthesized area [%]
AOI/OAI and AO/OA	21	21	23.5
xor gates and xnor gates	7	7	9.44
adders and majority gates	16	16	33.1
muxes	2	2	3.08
and+or+nand+nor	22	22	17.9
buffers and inverters	17	56	12.9
-- per-layer routing --
| metal | GRT usage [%] | up-vias |
|---|---|---|
| li1 | - | 366 |
| met5 | 0 | - |
| met3 | 1.70 | 0 |
| met1 | 8.06 | 312 |
| met2 | 8.51 | 14 |
| met4 | 0 | 0 |
-- metrics by stage --
step | total power [mW] | cells | TNS (ns)
floorplan | 0.0795 | 85 | 0
global placement | 0.171 | 169 | -1.70
detailed placement | 0.173 | 169 | -1.83
CTS | 0.185 | 170 | -0.413
global route | 0.216 | 170 | -0.150
finish | 0.194 | 170 | -0.0458
-- cells in the final DEF (no fill, tap or decap), drive strengths merged --
cell type,n
nor2b,1
a21oi,7
o31ai,3
o211ai,1
nor2,6
mux2i,2
a41oi,1
a211oi,1
or3,1
o21ai,4
a2111oi,1
xnor2,4
o21ba,1
or2,1
nand3,2
ha,14
nor3b,1
fa,2
inv,13
clkdlybuf4s50,13
nor3,2
a21o,1
dlygate4sd2,7
o22ai,1
xor2,3
or4,1
nand2,5
buf,17
nand2b,2
dlymetal6s2s,6
Power is estimated from default activity; no workload was simulated.
