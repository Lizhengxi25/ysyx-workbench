[run.sh]
#!/bin/bash
# OpenROAD 26Q1-2900-gdf79404cd8, Yosys 0.63+post, stock flow scripts
make -C /OpenROAD-flow-scripts/flow DESIGN_CONFIG=/design/flow/config.mk WORK_HOME=/design/flow/orfs finish
[config.mk]
export PLATFORM = sky130hd
export DESIGN_NAME = ram
export DESIGN_NICKNAME = ram
export VERILOG_FILES = /design/flow/design.v
export SDC_FILE = /design/flow/constraint.sdc
export NUM_CORES = 4
export LEC_CHECK = 1
export CORE_UTILIZATION = 40
[constraint.sdc]
current_design ram

set clk_period 1.8
set clk_io_pct 0.2

create_clock -name clk0 -period $clk_period [get_ports {clk}]

set non_clock_inputs [all_inputs -no_clocks]
set_input_delay [expr $clk_period * $clk_io_pct] -clock clk0 $non_clock_inputs
set_output_delay [expr $clk_period * $clk_io_pct] -clock clk0 [all_outputs]
[design.v]
module ram
#(
	parameter RAM_WIDTH = 8,
	parameter RAM_ADDR_WIDTH = 3
)
(
	input clk, 
	input wen, 
	input [(RAM_WIDTH-1):0] din,
	input [(RAM_ADDR_WIDTH-1):0] addrin,
	input [(RAM_ADDR_WIDTH-1):0] addrout,
	output [(RAM_WIDTH-1):0] dout
);
	reg [(RAM_WIDTH-1):0] ram [(2**(RAM_ADDR_WIDTH)-1):0];
	always@(posedge clk)
		if(wen)
			ram[addrin] <= din;
	assign dout = ram[addrout];
endmodule
==> results.toml <==
# flow metrics
[status]
run_status = "finished with violations"
violations = "negative setup slack"

[yosys]
yosys-stat-cells = 106
ys_ff = 64
ys_types = 13
synthTopCellsByArea = "edfxtp_1 (76%), mux4_1 (16%), mux2_2 (3.6%), mux4_2 (0.89%), nor2_1 (0.89%)"
top_area_frac = 0.759
synthCells = 106
syn_avg_cell_area_sq_um = 23.9
synth_top_cell_by_area = "edfxtp_1"
ys_chip_area_sq_mm = 0.00253
synth.cell_area_sq_mm = 0.00253
ys_seq_share = 0.759
yosys_warnings = 1

[floorplan]
die_area_sq_mm = 0.00665
die_h_um = 81.6
die_w_um = 81.6
coreArea_sq_mm = 0.00603
fp_util = 0.420
design.portCount = 24
num_rows = 28

[final_layout]
largest-register = "ram"
seq_area_sq_mm = 0.00192
largest_reg_flops = 64
drive_above_1_share = 0.395
synthToLayoutAreaGrowth_pct = 24.6
comb_area_sq_um = 539
top_regs = "ram: 64 flops"
final_cell_mix = "edfxtp_1 (64), mux4_2 (16), clkdlybuf4s50_1 (13), clkbuf_8 (9)"
finalCoreUtilization = 0.523
layout_top_cell = "edfxtp_1"
nFillCells = 479

[pwr]
power.density_mw_per_mm2 = 921
ir_worst_vdd_uv = 651
p_leak_uw = 0.00108

[sta]
worst_pin_slew_ns = 0.258
timing.fmax_mhz = 520
finalCritPeriodShare = 1.07
rsz0062_at_grt = "yes"
setup_viol = 8
layout_setup_ws_ns = -0.123
slew_viol_final = 0
layout_min_cycle_time_ns = 1.92
hold_viol = 0
slew-limit-headroom = 0.827

[worst_setup_path]
startpoint = "ram[5][4]"
arrival_ns = 1.56
startpoint_type = "flip-flop"
crit_path_end_kind = "primary output"
critPathKind = "reg2out"
cp.required_ns = 1.44
path_max_fanout = 1
critPathCapture = "dout[4]"

[grt]
grt_overflow = 0
antenna_found_initial = 0
grt_usage = 0.167
grt_max_degree = 11
grt_first_pass_wirelength_um = 6820
grt_pass1_vias = 1321

[clocking]
path_clk_slew_ns = 0.07
clock_sinks = 64
cts_buffer_depth = 2
cts_tree = "yes"
cts_htree_levels = 3
cts-buffers-inserted = 9
cts-root-buf = "clkbuf_8"

[place]
place_congestion = 0.717
io_buffers = 23
pre_cts_slack_ns = -0.868
dpl.hpwl_um = 2440

[run]
warnings = 27
drv_cap = 0

[drt]
drt-total-wl_um = 4420
n_antenna_cell = 0
drc_errors = 0
vias = 1198
vias_per_cell = 5.16
firstDrtPassIters = 4
ant_nets = 0
drt_iter0_drc = 82
wl_per_cell_um = 19.0

[worst_hold_path]
min_path_type = "in2reg"
worstHoldStart = "din[7]"
==> how the worst min path moves through the flow <==
| stage | slack, ns | endpoint | cells after the start |
|---|---|---|---|
| finish | 0.77 | ram[3][7] | 1 |
| global route | 0.77 | ram[2][5] | 1 |
| CTS | 0.75 | ram[3][5] | 1 |
==> cells in the mapped netlist (all sizes together) <==
library cell,n
nand2,2
nand2b,3
edfxtp,64
buf,4
mux4,16
nor2,6
clkbuf,1
mux2,8
nor3,2
==> final cells by class <==
type	instances	share of cell area
clock buffers	9	0.0393
clock inverters	7	0.00912
multi-input cells	37	0.171
flip-flops and latches	64	0.609
well taps	75	0.0298
repair buffers	40	0.142
==> layer usage <==
layer | track usage | part of all wire | vias to the layer above
met1 | 0.247 | 0.38 | 594
met3 | 0.123 | 0.12 | 6
met2 | 0.227 | 0.48 | 61
met5 | 0 | 0 | -
li1 | - | - | 537
met4 | 0.0214 | 0.015 | 0
==> report_power, final <==
part / switching, uW / internal [uW]
combinational: 94.2 / 166
clock: 472 / 469
sequential: 11.5 / 1690
==> stage by stage <==
step | hold slack (ns) | setup TNS, ns | area (sq um) | power [uW] | std cells
6_report | 0.766 | -0.840 | 3150 | 2900 | 232
5_1_grt | 0.768 | -1.31 | 3150 | 3010 | 232
4_1_cts | 0.747 | -1.02 | 3150 | 2930 | 232
3_5_place_dp | 1.10 | -6.81 | 2930 | 1950 | 210
3_3_place_gp | 1.06 | -6.69 | 2930 | 1940 | 210
2_1_floorplan | 0.459 | 0 | 2530 | 1830 | 106
==> kinds of logic after synthesis <==
group,after synthesis,share of synthesized area
DFF,64,0.759
buffers and inverters,5,0.0173
and+or+nand+nor,13,0.0232
muxes,24,0.200
==> critical path: stages (launching register included) <==
cell and delay, ns:
edfxtp_1 0.38, mux4_2 0.47, mux2_4 0.28, buf_6 0.11
==> repair_timing <==
action,in CTS,in global routing
cloned,2,0
hold endpoints to repair,0,0
pin swaps,0,0
gates resized,63,2
setup buffers,4,0
hold buffers,0,0
setup endpoints to repair,8,8
Power is estimated from default activity; no workload was simulated.
